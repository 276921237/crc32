==> ./design.v <==
module crc32 (
input                                clk                                ,
input                                rst_n                              ,
input            [7:0    ]           data_in                            ,
input                                data_in_valid                      ,
input                                crc_clr                            , 
output   reg     [31:0   ]           crc32_out                       
);
reg              [31:0   ]           crc32_tmp                          ;
reg              [31:0   ]           data_crc32                         ;
reg                                  temp                               ;                
integer                              i                                  ;
always @(posedge clk or negedge rst_n)begin
    if(!rst_n)begin
        data_crc32               <=0;
    end
    else begin
        if(crc_clr)begin
            data_crc32           <=32'b1111_1111_1111_1111_1111_1111_1111_1111;  
        end
        else begin
            if(data_in_valid)begin
                data_crc32       <=crc32_tmp; 
            end
        end
    end
end
always @(*)begin
    crc32_tmp = data_crc32; 
    for (i=0;i<=7;i=i+1) begin
        temp            = crc32_tmp[31] ^ data_in[i];
        crc32_tmp[31]   = crc32_tmp[30]             ;
        crc32_tmp[30]   = crc32_tmp[29]             ;
        crc32_tmp[29]   = crc32_tmp[28]             ;
        crc32_tmp[28]   = crc32_tmp[27]             ;
        crc32_tmp[27]   = crc32_tmp[26]             ;
        crc32_tmp[26]   = crc32_tmp[25] ^ temp      ;
        crc32_tmp[25]   = crc32_tmp[24]             ;
        crc32_tmp[24]   = crc32_tmp[23]             ;
        crc32_tmp[23]   = crc32_tmp[22] ^ temp      ;
        crc32_tmp[22]   = crc32_tmp[21] ^ temp      ;
        crc32_tmp[21]   = crc32_tmp[20]             ;
        crc32_tmp[20]   = crc32_tmp[19]             ;
        crc32_tmp[19]   = crc32_tmp[18]             ;
        crc32_tmp[18]   = crc32_tmp[17]             ;
        crc32_tmp[17]   = crc32_tmp[16]             ;
        crc32_tmp[16]   = crc32_tmp[15] ^ temp      ;
        crc32_tmp[15]   = crc32_tmp[14]             ;
        crc32_tmp[14]   = crc32_tmp[13]             ;    
        crc32_tmp[13]   = crc32_tmp[12]             ;
        crc32_tmp[12]   = crc32_tmp[11] ^ temp      ;
        crc32_tmp[11]   = crc32_tmp[10] ^ temp      ;
        crc32_tmp[10]   = crc32_tmp[9]  ^ temp      ;
        crc32_tmp[9]    = crc32_tmp[8]              ;
        crc32_tmp[8]    = crc32_tmp[7]  ^ temp      ;
        crc32_tmp[7]    = crc32_tmp[6]  ^ temp      ;
        crc32_tmp[6]    = crc32_tmp[5]              ;
        crc32_tmp[5]    = crc32_tmp[4]  ^ temp      ;
        crc32_tmp[4]    = crc32_tmp[3]  ^ temp      ;
        crc32_tmp[3]    = crc32_tmp[2]              ;
        crc32_tmp[2]    = crc32_tmp[1]  ^ temp      ;
        crc32_tmp[1]    = crc32_tmp[0]  ^ temp      ;
        crc32_tmp[0]    = temp                      ;
    end
end
always @ (posedge clk or negedge rst_n)begin
	if(!rst_n)begin
		crc32_out <= 0;
	end
	else if(data_in_valid)begin
		crc32_out[31] <= ~crc32_tmp[0]          ;
		crc32_out[30] <= ~crc32_tmp[1]          ;
		crc32_out[29] <= ~crc32_tmp[2]          ;
		crc32_out[28] <= ~crc32_tmp[3]          ;
		crc32_out[27] <= ~crc32_tmp[4]          ;
		crc32_out[26] <= ~crc32_tmp[5]          ;
		crc32_out[25] <= ~crc32_tmp[6]          ;
		crc32_out[24] <= ~crc32_tmp[7]          ;
		crc32_out[23] <= ~crc32_tmp[8]          ;
		crc32_out[22] <= ~crc32_tmp[9]          ;
		crc32_out[21] <= ~crc32_tmp[10]         ;
		crc32_out[20] <= ~crc32_tmp[11]         ;
		crc32_out[19] <= ~crc32_tmp[12]         ;
		crc32_out[18] <= ~crc32_tmp[13]         ;
		crc32_out[17] <= ~crc32_tmp[14]         ;
		crc32_out[16] <= ~crc32_tmp[15]         ;
		crc32_out[15] <= ~crc32_tmp[16]         ;
		crc32_out[14] <= ~crc32_tmp[17]         ;
		crc32_out[13] <= ~crc32_tmp[18]         ;
		crc32_out[12] <= ~crc32_tmp[19]         ;
		crc32_out[11] <= ~crc32_tmp[20]         ;
		crc32_out[10] <= ~crc32_tmp[21]         ;
		crc32_out[9]  <= ~crc32_tmp[22]         ;
		crc32_out[8]  <= ~crc32_tmp[23]         ;
		crc32_out[7]  <= ~crc32_tmp[24]         ;
		crc32_out[6]  <= ~crc32_tmp[25]         ;
		crc32_out[5]  <= ~crc32_tmp[26]         ;
		crc32_out[4]  <= ~crc32_tmp[27]         ;
		crc32_out[3]  <= ~crc32_tmp[28]         ;
		crc32_out[2]  <= ~crc32_tmp[29]         ;
		crc32_out[1]  <= ~crc32_tmp[30]         ;
		crc32_out[0]  <= ~crc32_tmp[31]         ;
	end
end
 endmodule
==> ./run.sh <==
#!/bin/bash
# OpenROAD 26Q1-2900-gdf79404cd8, Yosys 0.63+post, stock flow scripts
make -C /OpenROAD-flow-scripts/flow DESIGN_CONFIG=/design/flow/config.mk WORK_HOME=/design/flow/orfs finish
==> ./config.mk <==
export PLATFORM = sky130hd
export DESIGN_NAME = crc32
export DESIGN_NICKNAME = crc32
export VERILOG_FILES = /design/flow/design.v
export SDC_FILE = /design/flow/constraint.sdc
export NUM_CORES = 4
export LEC_CHECK = 1
export CORE_UTILIZATION = 50
export SYNTH_HDL_FRONTEND = slang
==> ./constraint.sdc <==
current_design crc32

set clk_period 3.0
set clk_io_pct 0.2

create_clock -name clk0 -period $clk_period [get_ports {clk}]

set non_clock_inputs [all_inputs -no_clocks]
set_input_delay [expr $clk_period * $clk_io_pct] -clock clk0 $non_clock_inputs
set_output_delay [expr $clk_period * $clk_io_pct] -clock clk0 [all_outputs]
==> ci_impl_report.md <==
### Yosys + OpenROAD results

| Metric | Value |
|---|---|
| Outcome | `finished clean` |
| Crit-path cells | `clkdlybuf4s50_1 -> xnor2_2 -> xor3_2 -> xnor3_1 -> and2_1 -> a211o_1` |
| Finished Layout Cells | `about 410` |
| Clock Path Buffers | `2` |
| Post-synthesis compound-gate area fraction | `approximately 11%` |
| Num Clock Sinks | `64` |
| DRC violations left | `0` |
| R2R setup slack | `0.87 ns` |
| Syn avg cell area | `11.7 um^2` |
| Critical path class | `input pin to flip-flop` |
| R2R cell count | `5` |
| Clk root buf | `clkbuf_8` |
| PwrDens | `1140 mW/mm^2` |
| Synth async-reset ratio | `100%` |
| RR Endpoint | `data_crc32[12]$_DFFE_PN0P_` |
| Yosys stat chip area | `around 0.0032 mm^2` |
| Cell Rows | `28` |
| CP max-delay cell | `xor3_2` |
| Synth Cell Area | `0.00323 mm^2` |
| Area leader, netlist | `dfrtp_1` |
| Adder Share, Synth | `0%` |
| Post-synth regs | `64` |
| Vias in the first global route | `2038` |
| Unique cell types | `24` |
| DR vias/cell | `5.22` |
| Worst setup SP type | `input pin` |
| Critical path buffer and inverter count | `1` |
| Max-slew violation count | `0` |
| Flip-flops with a built-in enable | `0` |
| Setup Viol. Count Final | `0` |
| TritonRoute pass-1 iters | `4` |
| Pin count of the biggest net entering global routing | `about 71` |
| Worst setup EP type | `flip-flop` |
| Yosys warnings | `0` |
| Slew margin rel. | `50.8%` |
| Peak VDD IR | `652 uV` |
| # Max-Cap Violations | `0` |
| Final ANT Viol Nets | `0` |
| Detailed Route Iter0 Violations | `108` |
| Hold_buf cts | `0` |
| Setup crit end | `data_crc32[12]$_DFFE_PN0P_` |
| Dpl hpwl | `4530 um` |
| Initial Utilization | `between 50% and 60%` |
| Worst skew pair latency | `approximately 0.34 ns` |
| Max Clk Rate | `414 MHz` |
| Final Critical Period | `2.41 ns` |
| First-pass GRT wire length | `10700 um` |
| Slowest cell delay on critical path | `0.56 ns` |
| Antenna cells | `0` |
| Inst Count DP | `391` |
| Crit path required time | `around 3.2 ns` |
| Unrepaired setup endpoints after global routing | `false` |
| Number of port buffers | `roughly 43` |
| Synth logic family | `XOR/XNOR gates` |
| Core box area | `0.00606 mm^2` |
| Clk pin slew, worst setup/hold paths | `0.06 ns` |
| Top cells, area | `dfrtp_1, xnor2_1, xnor2_2` |
| Lkg Pwr | `1.64 nW` |
| GRT Total Usage | `22.6%` |
| Worst-margin pin slew | `0.739 ns` |
| CTS H-tree depth | `3` |
| CP Launch Point | `data_in[7]` |
| Antenna violations before repair | `0` |
| Number of I/O pins | `44` |
| WP depth | `6` |
| WL per Instance | `16.2 um` |
| Overall die width | `82.4 um` |
| Fin crit share | `about 80%` |
| Die Size | `about 0.0068 mm^2` |
| Drt total wl | `approximately 6600 um` |
| Gr ovfl total | `0` |
| Mux area share | `2.79%` |
| XOR Share, Synth | `26.8%` |
| Hold Vio Cnt, Final | `0` |
| Hold Crit Class | `input pin to async pin` |
| Post-synth seq share | `49.6%` |
| Vias after detailed routing | `2118` |
| Die H | `82.4 um` |
| Yosys stat cell total | `277` |
| Clk_skew | `0.00638 ns` |
| Top FF cell, synth | `dfrtp_1` |
| Synth Instances | `277` |
| Crit path DAT | `around 2.6 ns` |
| GP Congestion | `0.848` |
| Top-area cell share | `~50%` |
| Post-synth top cells | `dfrtp_1, xnor2_1, nand2_1` |
| Share of layout cells above drive strength 1 | `between 10% and 20%` |
| Post-CTS Setup Bufs | `0` |
| Reg-to-Reg Start | `data_crc32[24]$_DFFE_PN0P_` |
| Crit-path leading delay family | `XOR/XNOR gates` |
| CTS tree | `yes` |
| Resized cells post-CTS | `0` |
| Log Warnings | `26` |
| Final setup TNS | `0 ns` |
| Count leader, synth | `dfrtp_1` |
| Total CTS buffers | `9` |
| Critical path peak fanout | `7` |
| Syn-to-layout area delta | `22.8%` |
| Yosys simple share | `~8%` |
## final cells by class
cell class / instances / area [um^2]
Clock inverter: 4 / 45.0
Sequential cell: 64 / 1600
Multi-Input combinational cell: 198 / 1570
Timing Repair Buffer: 53 / 508
Inverter: 1 / 3.75
Tap cell: 75 / 93.8
Fill cell: 470 / 2100
Clock buffer: 11 / 141
## report_power, final
| group | total [mW] | internal (mW) | leakage [nW] | switching [mW] |
|---|---|---|---|---|
| clock network | 0.710 | 0.398 | 0.0989 | 0.313 |
| logic | 2.36 | 1.43 | 0.855 | 0.928 |
| registers | 1.44 | 1.22 | 0.682 | 0.219 |
| total | 4.51 | 3.05 | 1.64 | 1.46 |
## how the worst min path moves through the flow
stage,from,endpoint,slack (ns),depth (start not counted)
CTS,rst_n,data_crc32[0]$_DFFE_PN0P_,0.35,1
finish,rst_n,crc32_out[28]$_DFFE_PN0P_,0.32,1
global route,rst_n,crc32_out[31]$_DFFE_PN0P_,0.39,1
## metrics by stage
stage	worst slack (ns)	instance area, um^2	power, mW	utilization [%]	hold WS [ns]
6_report	0.587	3970	4.51	65.4	0.322
5_1_grt	0.465	3970	4.84	65.4	0.392
4_1_cts	0.564	3970	4.56	65.4	0.346
3_5_place_dp	0.210	3780	3.83	62.3	0.466
3_3_place_gp	0.261	3780	3.81	62.3	0.460
2_1_floorplan	0.698	3230	2.99	-	0.304
## cell families (layout without fill, tap and decap cells)
family	Yosys count	in the layout
and+or+nand+nor	62	62
AOI/OAI and AO/OA	58	58
muxes	8	8
buffers and inverters	15	69
xor gates and xnor gates	70	70
DFF	64	64
## state kept, by name, indices dropped and copies added (netlist names)
name,count
crc32_out,32
data_crc32,32
## layer usage
metal  vias to the layer above  global-route usage [%]  part of all wire (%)
li1                       1020                       -                     -
met1                      1023                    38.1                    50
met2                        62                    32.0                    43
met3                        13                    5.80                   5.0
met4                         0                    3.33                   2.0
met5                         -                       0                     0
## placed cells by master (no fill, tap or decap), types with 4 or more instances in the layout
master	synthesis	final
dfrtp_1	64	64
xnor2_1	41	41
clkdlybuf4s50_1	0	41
nand2_1	40	40
a21oi_1	34	34
o21a_1	20	20
xnor2_2	11	11
clkbuf_8	0	10
nor2_1	9	9
buf_4	0	9
mux2_2	8	8
xor2_1	7	7
nor3_1	5	5
or2_2	5	5
xnor3_1	4	4
Power and IR drop assume default switching activity.
